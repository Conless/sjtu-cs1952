**./design.v**
```verilog
module sequence_test(
    input wire clk,
    input wire rst,
    input wire data,
    output reg flag
  );
  reg [2:0] state;
  reg suc;
  always @(posedge clk or negedge rst) begin
    if (!rst) begin
      state <= 0;
      flag <= 0;
      suc <= 0;
    end
    else begin
      case (state)
        0:
          state <= data ? 1 : 0;
        1:
          state <= data ? 1 : 2;
        2:
          state <= data ? 3 : 0;
        3: begin
          if (data) begin
            suc <= 1;
            state <= 1;
          end
          else
            state <= 2;
        end
      endcase
      if (suc) begin
        flag <= 1;
        suc <= 0;
      end
      else
        flag <= 0;
    end
  end
endmodule
```
**./run.sh**
```bash
#!/bin/bash
# OpenROAD 26Q1-2900-gdf79404cd8, Yosys 0.63+post, stock flow scripts
make -C /OpenROAD-flow-scripts/flow DESIGN_CONFIG=/design/flow/config.mk WORK_HOME=/design/flow/orfs finish
```
**./config.mk**
```make
export PLATFORM = sky130hd
export DESIGN_NAME = sequence_test
export DESIGN_NICKNAME = sequence_test
export VERILOG_FILES = /design/flow/design.v
export SDC_FILE = /design/flow/constraint.sdc
export NUM_CORES = 4
export LEC_CHECK = 1
export CORE_AREA = 10 10 70 70
export DIE_AREA = 0 0 80 80
```
**./constraint.sdc**
```tcl
current_design sequence_test

set clk_period 1.5
set clk_io_pct 0.2

create_clock -name clk0 -period $clk_period [get_ports {clk}]

set non_clock_inputs [all_inputs -no_clocks]
set_input_delay [expr $clk_period * $clk_io_pct] -clock clk0 $non_clock_inputs
set_output_delay [expr $clk_period * $clk_io_pct] -clock clk0 [all_outputs]
```
==> job_summary.md <==
### Yosys + OpenROAD results

| Metric | Value |
|---|---|
| Outcome | `completed` |
| Crit end category | `output pin` |
| RSZ-0062 raised after global routing | `false` |
| Layout area overhead | `58.0%` |
| Peak VDD IR | `0.000107 V` |
| Synth Instances | `11` |
| Pre-Place Util | `5.75%` |
| Share of post-route cells with drive strength above 1 | `38.9%` |
| GR Util All Layers | `1.16%` |
| Crit path arrival time | `1020 ps` |
| Vias | `117` |
| Max Freq | `757 MHz` |
| Chip Height | `80 um` |
| DIE AREA | `6400 sq um` |
| Final WL | `311 um` |
| I/O pins | `4` |
| PostCTS Resize Cnt | `0` |
| Number of global-route vias before repair | `131` |
| Synth Warn # | `1` |
| H-tree level count | `1` |
| Net Switching | `0.0000644 W` |
| Worst-path fanout max | `1` |
| Max Root-Sink Buffers | `2` |
| Post-synth seq share | `77.1%` |
| P_leak | `0.124 nW` |
| Biggest area consumer among synthesized cells | `dfrtp_1` |
| Setup crit start kind | `flop` |
| Core ar. | `3420 sq um` |
| Synth Cell Area | `196 sq um` |
| Yosys cell types | `6` |
| Tool warnings | `25` |
| Die W | `80 um` |
| Total CTS buffers | `3` |
| Syn Area/Cell | `17.9 sq um` |
| Clock share of power | `48.3%` |
| Internal Power | `0.000269 W` |
| Initial DRC count | `0` |
| Port bufs | `3` |
| Crit path kind | `flop to output pin` |
| Final setup fails | `0` |
| Via-per-instance ratio | `1.83` |
| Total grt overflow | `0` |
| Ys cells | `11` |
| Initial antenna violation count | `0` |
| Sw frac | `19.3%` |
| Hold buffer count at CTS | `0` |
| Post-route clock period utilization | `88.1%` |
| CTS tree | `done` |
| Main area contributors | `dfrtp_1 (64%), dfstp_2 (13%), o21ba_2 (10%)` |
| Row count | `21` |
| Most frequent logic cell in the layout | `dfrtp_1` |
| Worst Skew | `9.98 ps` |
| Total power | `0.000333 W` |
| Max-cap violations | `0` |
| Hold Violations, Final | `0` |
| Delay-heaviest family, CP | `buffers and inverters` |
| Clock latency (worst-skew pair) | `250 ps` |
| Sink Count | `6` |
| Fillcell total | `394` |
| Worst Tran Pin Value | `254 ps` |
| Antenna violation net count after detailed routing | `0` |
| Sequential share of power | `48.7%` |
| WL/cell | `4.86 um` |
| Final slew viol count | `0` |
| Post-synthesis register bit count | `6` |
| Clk root buf | `clkbuf_4` |
| Slowest-stage cell, CP | `clkdlybuf4s50_1` |
| Cells along the critical path | `clkdlybuf4s50_1` |
| Worst Path Required | `1200 ps` |
| Most numerous logic cells after layout | `dfrtp_1 (5), clkbuf_4 (3), clkdlybuf4s50_1 (3)` |
| Final hold slack | `281 ps` |
| Post-CTS Setup Inserts | `0` |
| Antenna cells | `0` |
| Slew margin rel. | `83.0%` |
| Drc violations | `0` |
| Worst hold path type | `input pin to asynchronous set/reset pin` |
| PwrDens | `1070 nW/um^2` |
| Clock-pin slew on the worst setup and hold paths | `50 ps` |
| Minimum clock period | `1320 ps` |
| CP peak stage delay | `460 ps` |
| Setup TNS | `0 ps` |
| DRT Pass-1 Iters | `1` |
| Synthesized chip area reported by yosys | `196 sq um` |
| First-pass GRT wire length | `593 um` |
| Largest net degree at the start of global routing | `7` |
| Crit path buf inv count | `1` |
| RePlAce Congestion | `0.662` |
| Combinational power share | `2.9%` |
| Top area contributor share | `63.7%` |
[synthesized netlist by cell type (all sizes together)]
| cell type | number |
|---|---|
| dfrtp | 5 |
| o21ba | 2 |
| and2 | 1 |
| and3b | 1 |
| dfstp | 1 |
| o31a | 1 |
[final cells by class]
cell class	instances	area [sq um]	area share, %
Timing Repair Buffer	3	30.0	9.68
Tap cell	46	57.6	18.5
Clock buffer	4	26.3	8.47
Sequential cell	6	151	48.8
Multi-Input combinational cell	5	45.0	14.5
[final timing paths]
kind | start | endpoint | slack, ps | depth (start not counted)
worst max-delay path | flag | flag | 180 | 1
worst min-delay path | rst | suc | 280 | 1
worst max register to register | state[3] | state[2] | 710 | 1
worst min register to register | suc | flag | 370 | 0
max in group asynchronous | rst | state[0] | 940 | 1
min in group clk0 | suc | flag | 370 | 0
[power by group through the flow]
| stage | logic [W] | clock network (W) | registers [W] |
|---|---|---|---|
| CTS | 0.00000999 | 0.000171 | 0.000162 |
| global route | 0.0000113 | 0.000187 | 0.000162 |
| finish | 0.00000982 | 0.000161 | 0.000162 |
[flip-flops by register name, summed over array words and instances, names as in the netlist]
register	cells
suc	1
flag	1
state	4
[logic make-up (layout without fill, tap and decap cells)]
group	after synthesis	in the layout	synth area share [%]
flip-flops	6	6	77.1
buffers and inverters	0	7	0
AND-OR/OR-AND	3	3	14.7
AND/OR/NAND/NOR	2	2	8.28
[stage by stage]
stage | instance area, sq um | cells | worst slack, ps | util, %
finish | 310 | 64 | 178 | 9.08
global route | 310 | 64 | 129 | 9.08
CTS | 310 | 64 | 166 | 9.08
detailed placement | 284 | 60 | 382 | 8.32
global placement | 284 | 60 | 387 | 8.32
floorplan | 196 | 11 | 738 | -
[layer usage]
layer	global-route usage, %	vias to the layer above	wire [um]
met5	0	-	0
met4	0.528	0	12
met3	1.36	2	62
met2	1.36	8	113
met1	1.21	55	122
li1	-	52	-
Power and IR drop assume default switching activity.
